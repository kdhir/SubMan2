$ cat ./run.sh
#!/bin/bash
# OpenROAD 26Q1-2900-gdf79404cd8, Yosys 0.63+post, stock flow scripts
make -C /OpenROAD-flow-scripts/flow DESIGN_CONFIG=/design/flow/config.mk WORK_HOME=/design/flow/orfs finish
$ cat ./design.v
`timescale 1ns / 1ps
module drawOcto(blank, hcount, vcount, octoX, octoY, octopus, octoEyes);
	input blank;
	input signed[11:0] octoX, octoY;
	input signed [10:0] hcount,vcount;
	output octopus, octoEyes;
	assign octopus = ~blank &  (hcount>=(octoX-65) & hcount<=(octoX-20) &			 
											vcount>=(octoY-25) & vcount <=(octoY+20))|										
										(hcount>=(octoX-90) & hcount<=(octoX-65) &			 
											vcount>=(octoY+7) & vcount <=(octoY+20))|										
										(hcount>=(octoX-100) & hcount<=(octoX-80) &
											vcount>=(octoY+20) & vcount <=(octoY+30))|										
										(hcount>=(octoX-65) & hcount<=(octoX-55) &
											vcount>=(octoY+20) & vcount <=(octoY+45))|										
										(hcount>=(octoX-70) & hcount<=(octoX-60) &
											vcount>=(octoY+40) & vcount <=(octoY+55))|										
										(hcount>=(octoX-45) & hcount<=(octoX-35) &
											vcount>=(octoY+20) & vcount <=(octoY+45))|										
										(hcount>=(octoX-35) & hcount<=(octoX-25) &
											vcount>=(octoY+35) & vcount <=(octoY+60))|										
										(hcount>=(octoX-35) & hcount<=(octoX-20) &
											vcount>=(octoY+50) & vcount <=(octoY+60))|										
										(hcount>=(octoX-30) & hcount<=(octoX-5) &
											vcount>=(octoY+20) & vcount <=(octoY+30))|										
										(hcount>=(octoX-15) & hcount<=(octoX-5) &
											vcount>=(octoY+20) & vcount <=(octoY+45))|										
										(hcount>=(octoX-15) & hcount<=(octoX) &
											vcount>=(octoY+35) & vcount <=(octoY+45));	
	assign octoEyes = ~blank &   (hcount>=(octoX-57) & hcount<=(octoX-45) &			 
											vcount>=(octoY-20) & vcount <=(octoY-5))|										
										(hcount>=(octoX-40) & hcount<=(octoX-30) &
											vcount>=(octoY-17) & vcount <=(octoY-5));									
endmodule
$ cat ./constraint.sdc
current_design drawOcto

set clk_period 6.6
set clk_io_pct 0.2

create_clock -name clk0 -period $clk_period

set non_clock_inputs [all_inputs -no_clocks]
set_input_delay [expr $clk_period * $clk_io_pct] -clock clk0 $non_clock_inputs
set_output_delay [expr $clk_period * $clk_io_pct] -clock clk0 [all_outputs]
$ cat ./config.mk
export PLATFORM = sky130hd
export DESIGN_NAME = drawOcto
export DESIGN_NICKNAME = drawOcto
export VERILOG_FILES = /design/flow/design.v
export SDC_FILE = /design/flow/constraint.sdc
export NUM_CORES = 4
export LEC_CHECK = 1
export CORE_UTILIZATION = 40
==> out/metrics.csv <==
stage,metric,value,unit
synthesis,ys_seq_share,0,%
global_routing,grt_max_degree,42,
global_routing,grtUsageMet3,3.66,%
floorplanning,die_x,175,um
flow_run,tool_warnings,71,
flow_run,max_cap_violations,0,
final_timing,finalSetupViolations,0,
setup_path,end_kind,output port,
pwr,peakVddDrop,39.0,uV
global_routing,busiest_layer,met2,
global_routing,grt_pass1_wl,70200,um
setup_path,cp_top_family,buffers and inverters,
final_timing,slew_headroom,53.6,%
pwr,p_comb_share,100.0,%
final_timing,finalCritPeriodShare,99.0,%
synthesis,top_area_cell,ha_1,
setup_path,start_kind,input pin,
finish,nClkBuffers,0,
setup_path,required,5280,ps
final_timing,worstMarginPinSlew,691,ps
floorplanning,core_area,29000,um^2
setup_path,path_class,input pin to output port,
pwr,seqPwrFrac,0,%
final_timing,max_freq,153,MHz
final_timing,whs,3700,ps
global_routing,grtUsageMet1,44.1,%
floorplanning,fp_util,41.2,%
floorplanning,die_y,175,um
final_timing,fin_crit,6540,ps
finish,syn_to_final_growth,26.2,%
synthesis,area_leaders,"ha_1, xnor2_1, a21oi_1",
synthesis,syn_area,11900,um^2
synthesis,top_cell,ha_1,
floorplanning,ios,49,
finish,drive_gt1_share,18.2,%
routing,vias_per_cell,5.67,
routing,routed_wl,44500,um
routing,drt-pass1-iter-count,9,
routing,drc,0,
setup_path,cp.depth,15,
synthesis,ys_chip_area,11900,um^2
setup_path,slowest_stage,nor3_1,
global_routing,grt_pass1_vias,12313,
global_routing,antenna_found_initial,1,
routing,dr_total_vias,12876,
worst_hold_path,worstHoldPathCells,7,
floorplanning,placementRows,62,
synthesis,yosys-top-cells-count,"ha_1, xnor2_1, nand2_1, a21oi_1, nor2_1",
routing,antennaDiodeCount,0,
setup_path,worstPathCellList,clkdlybuf4s50_1 -> buf_4 -> nor3_1 -> buf_4 -> nand2_1 -> xnor2_1 -> ha_1 -> nor3_1 -> nand2_1 -> o31ai_1 -> a311oi_1 -> a41oi_1 -> o2111ai_1 -> a221oi_2 -> clkdlybuf4s50_1,
place,place.gp.congestion,1.05,
pwr,power.share.clock,0,%
final_timing,slew_viol_final,0,
synthesis,netlist.area_leader.share,37.3,%
place,dp_worst_setup_slack,-290,ps
setup_path,critPathMaxFanout,4,
synthesis,syn_avg_cell_area,7.39,um^2
synthesis,ys_cells,1616,
global_routing,grt_usage,29.8,%
global_routing,grt-ovfl-total,0,
run_status,outcome,"finished, final reports clean",
setup_path,cp_num_buf_inv,4,
finish,register_area,0,um^2
routing,wl_per_cell,19.6,um
routing,antenna_left,0,
synthesis,synth_cell_types,79,
final_timing,finalHoldViolations,0,
floorplanning,dieArea,30600,um^2
pwr,power_switching,0.000693,W
synthesis,yosys_warnings,0,
routing,drt_iter0_markers,955,
worst_hold_path,hold_path_class,input pin to output port,
finish,fillCellCount,2810,
setup_path,arrival,5220,ps
place,port-buffer-count,49,
setup_path,cpPeakStageDelay,570,ps
pwr,pwr_density_cell,85.0,nW/um^2
pwr,swShare,54.1,%
pwr,p_leak,6.99,nW
pwr,intPower,0.000589,W
synthesis,syn_inst,1616,
finish,flop-count,0,
global_routing,grt_use_met2,46.4,%
final_timing,fin_ws,63.3,ps
place,hpwl,36800,um
final_timing,rsz0062_at_grt,yes,
per-layer routing:
metal,up-vias,routed length [um]
li1,6453,-
met1,5958,21500
met2,397,19100
met3,66,2960
met4,2,1000
met5,-,13
per-stage QoR:
stage | TNS, ps | power (W) | cells | cell area [um^2] | utilization, %
floorplan | 0 | 0.000744 | 1616 | 11900 | -
global placement | -510 | 0.00123 | 2270 | 14900 | 51.2
detailed placement | -574 | 0.00124 | 2270 | 14900 | 51.2
CTS | 0 | 0.00126 | 2271 | 15000 | 51.8
global route | -191 | 0.00142 | 2272 | 15100 | 52.0
finish | 0 | 0.00128 | 2272 | 15100 | 52.0
cells by family after synthesis:
| group | after synthesis | share of synthesized area, % |
|---|---|---|
| and+or+nand+nor | 499 | 20.5 |
| AOI/OAI and AO/OA | 406 | 21.6 |
| adders and majority gates | 356 | 37.3 |
| xor gates and xnor gates | 223 | 16.3 |
| buffers and inverters | 130 | 4.11 |
| muxes | 2 | 0.209 |
power by group through the flow:
stage / logic (W) / registers (W) / clock network (W)
4_1_cts: 0.00126 / 0 / 0
6_report: 0.00128 / 0 / 0
5_1_grt: 0.00142 / 0 / 0
cells in the final DEF (no fill, tap or decap), types with 39 or more instances in the layout:
master           instances
a21o_1                  44
a21oi_1                134
buf_4                  270
clkdlybuf4s50_1         41
ha_1                   354
inv_1                   65
nand2_1                148
nand3_1                 40
nand4_1                 47
nor2_1                 114
o21ai_0                 57
xnor2_1                184
xor2_1                  39
what timing repair did:
action / 4_1_cts / 5_1_grt
endpoints found under the setup margin: 2 / 2
resized: 49 / 14
buffers inserted: 1 / 1
pin swaps: 4 / 4
hold buffers: 0 / 0
path summary, 6_finish.rpt:
check	slack, ps	end	from
min	3700	octopus	vcount[10]
max	60	octoEyes	octoX[8]
cell type report:
| class | instances | area (um^2) | area share (%) |
|---|---|---|---|
| tap | 384 | 480 | 3.19 |
| multi-input combinational | 1486 | 11700 | 77.3 |
| timing repair buffer | 329 | 2670 | 17.7 |
| inverter | 73 | 275 | 1.83 |
No activity file was given, so power comes from the tool's default toggle rates.
