File: /design/flow/design.v
`timescale 1ns / 1ps
module drawFish(blank, hcount, vcount, fishX, fishY, fish, fishEyes);
	input blank;
	input signed [11:0] fishX, fishY;
	input signed [10:0] hcount,vcount;
	output fish, fishEyes;
	assign fish = ~blank & 	((hcount>=(fishX-90) & hcount <=(fishX-30) &            
										vcount>=(fishY-30) & vcount<=(fishY+30)) |
									(hcount>=(fishX-30) & hcount <=(fishX-20) &
										vcount>=(fishY-20) & vcount<=(fishY+23)) |
									(hcount>=(fishX-20) & hcount <=(fishX-15) &
										vcount>=(fishY-10) & vcount<=(fishY+15)) |
									(hcount>=(fishX-15) & hcount <=(fishX-10) &
										vcount>=(fishY) & vcount<=(fishY+10))   |
								   (hcount>=(fishX-10) & hcount<=(fishX) &					 
									(vcount>(fishY-15) & vcount<(fishY+27))	&
										((vcount-(fishY-15))>=(-(hcount-fishX)))   &
										((vcount-(fishY+27))<=(hcount-fishX))))
										&
									~((((hcount>=(fishX-79) & hcount<=(fishX-71))|           
										  (hcount>=(fishX-64) & hcount<=(fishX-57))  |
										  (hcount>=(fishX-53) & hcount<=(fishX-49)))  &
										  (vcount<=(fishY+11) & vcount>=(fishY))) |
										  (((hcount>=(fishX-90) & hcount<=(fishX-80))|
										  (hcount>=(fishX-72) & hcount<=(fishX-65))  |
										  (hcount>=(fishX-57) & hcount<=(fishX-49)))  &
										  (vcount<=(fishY+16) & vcount>=(fishY+6))));			
	assign fishEyes = ~blank & (hcount>=(fishX-85) & hcount<=(fishX-75) &			 
											vcount>=(fishY-20) & vcount <=(fishY-12))	|										
										(hcount>=(fishX-72) & hcount<=(fishX-60) &
											vcount>=(fishY-23) & vcount <=(fishY-11));
endmodule
File: /design/flow/run.sh
#!/bin/bash
# OpenROAD 26Q1-2900-gdf79404cd8, Yosys 0.63+post, stock flow scripts
make -C /OpenROAD-flow-scripts/flow DESIGN_CONFIG=/design/flow/config.mk WORK_HOME=/design/flow/orfs finish
File: /design/flow/config.mk
export PLATFORM = sky130hd
export DESIGN_NAME = drawFish
export DESIGN_NICKNAME = drawFish
export VERILOG_FILES = /design/flow/design.v
export SDC_FILE = /design/flow/constraint.sdc
export NUM_CORES = 4
export LEC_CHECK = 1
export CORE_UTILIZATION = 50
File: /design/flow/constraint.sdc
current_design drawFish

set clk_period 9.4
set clk_io_pct 0.2

create_clock -name clk0 -period $clk_period

set non_clock_inputs [all_inputs -no_clocks]
set_input_delay [expr $clk_period * $clk_io_pct] -clock clk0 $non_clock_inputs
set_output_delay [expr $clk_period * $clk_io_pct] -clock clk0 [all_outputs]
==> deck_impl_summary.md <==
Synthesis and Place & Route Summary

Drt
  – 1st-iter DRT viols: 1,011
  – ANT nets after route: 0
  – Drt total wl: 56.9 mm
  – Post-DR vias/cell: 5.93
  – Routed length per instance: 21.1 µm
  – Remaining DRCs: 0
  – Vias: 16,000
  – Drt first pass iters: 5
  – N_diodes: 0

Worst setup path
  – Crit path required time: 7.52 ns
  – CP endpoint kind: primary output
  – Largest fanout on the critical path: 3
  – Startpoint types: input pin
  – CP Class: in -> out
  – CP arrival: 7.30 ns

STA
  – Worst-Margin Slew: 0.887 ns
  – Tmin final: 9.18 ns
  – Final period utilization: 97.7%
  – WHS: 4.93 ns
  – F_max: 109 MHz
  – Rel. slew slack: 40.4%
  – Setup Viol. Count Final: 0
  – Post-route setup slack: 0.216 ns
  – TNS Setup: 0 ns
  – Hold Fails Final Rpt: 0
  – Slew Limit Fails: 0

Worst hold path
  – Hold Crit Class: in -> out

Placed design
  – Pre-CTS setup slack: -0.727 ns
  – Port Buffer Count: 49
  – Placed Area: 0.0177 mm²
  – Hpwl dp: 46.1 mm
  – Placed cell count: 2,674
  – GP Congestion: 1.03

Floorplanning
  – I/O pin total: 49
  – Core box area: 0.0296 mm²
  – Core Util at FP: 50.8%
  – Die H: 175 µm
  – Die area: 0.0307 mm²
  – Die width: 175 µm
  – # rows: 63

Pwr
  – Leakage: 8.70 nW
  – Peak VDD IR: 47.6 µV
  – Power after layout: 1.29 mW
  – Pwr dens: 70.7 mW/mm²

Flow run
  – Max Cap Viol: 0
  – Number of logged tool warnings: 71

Logic synthesis
  – MUX share of area: 0.826%
  – Adder-Cell Fraction of Synth Area: 37.2%
  – Top logic family: adder cells
  – Simple-Gate Area Share: 21.1%
  – Ys cells: 2,039
  – Synth warn: 0
  – Post-Synth XOR/XNOR Area: 16.1%
  – Aoi share: 20.7%
  – Post-synth seq share: 0%
  – Synthesized instance count: 2,039
  – Post-Syn Area: 0.0150 mm²
  – Distinct cells, synth: 76
  – Yosys Chip Area: 0.0150 mm²
  – Syn avg cell area: 7.36 µm²

Final layout
  – Flip-flops: 0
  – Final instance area: 0.0183 mm²
  – Fin util: 61.7%
  – Logic area: 0.0148 mm²
  – Area growth, synth to finish: 21.7%
  – FILL cells: 2,718
  – CLK BUF: 0
  – Storage cell area: 0 µm²
  – Finished Layout Cells: 2,694
  – Layout cells sized above 1: 16.2%

Global routing
  – Vias in the first global route: 15,100
  – Total gr overflow: 0
  – Global-route wire length before repair: 86.8 mm
  – Largest net degree at the start of global routing: 42
  – Initial antenna violation count: 1
  – GRT Util Overall: 37.4%

Outcome
  – Status: completed
==> critical path, cell delays in order <==
cell	delay (ns)
dlymetal6s2s_1	0.13
inv_2	0.08
ha_4	0.14
inv_2	0.04
fa_2	0.37
a21o_1	0.22
a21boi_2	0.18
o21ai_2	0.09
a31o_1	0.22
a21oi_2	0.13
xor2_1	0.24
and3b_2	0.26
buf_6	0.11
nand3b_4	0.09
ha_1	0.28
ha_1	0.28
and4_1	0.19
a221o_1	0.36
a211oi_2	0.24
o221ai_2	0.12
mux2i_1	0.15
o31a_1	0.11
or3_4	0.45
a2111oi_4	0.35
buf_4	0.16
clkdlybuf4s50_1	0.44
==> metal layers <==
layer  up-vias  wire length, µm  GRT usage (%)
li1       7977                -              -
met1      7324            24300           47.4
met2       518            25800           61.9
met3       157             3190           4.31
met4         2             3610           20.3
met5         -               13              0
==> report_power, final <==
group | switching (mW) | internal, mW | leakage [nW]
Sequential | 0 | 0 | 0
Combinational | 0.714 | 0.576 | 8.70
Clock | 0 | 0 | 0
Total | 0.714 | 0.576 | 8.70
==> cell usage after synthesis, types with 23 or more instances <==
cell / count / share of area [%]
a211oi_1: 23 / 1.2
a21o_1: 62 / 3.1
a21oi_1: 191 / 6.4
a31oi_1: 28 / 1.2
clkbuf_1: 42 / 1.1
ha_1: 441 / 37
inv_1: 94 / 2.4
nand2_1: 191 / 4.8
nand2b_1: 24 / 1.0
nand3_1: 65 / 2.2
nand4_1: 55 / 2.3
nor2_1: 158 / 4.0
nor2b_1: 28 / 1.2
nor3_1: 31 / 1.0
o21ai_0: 89 / 3.0
xnor2_1: 257 / 15
==> layout by cell type, fill, tap and decap left out, drive strengths merged, types with 4 or more instances in the layout <==
master,count
o21a,7
a31oi,28
o21ai,90
and2,12
nor2,158
nor2b,29
o21bai,6
or3,6
clkdlybuf4s50,29
o31a,6
clkbuf,6
or2,8
nand2,191
nand4,55
inv,105
dlymetal6s2s,12
and3,17
o31ai,9
a21boi,8
mux2i,9
o22ai,5
a221o,6
xor2,18
nor4,15
nand3,67
a221oi,7
o211ai,13
a211oi,23
a2111oi,9
ha,441
nor3b,7
nand2b,24
a21oi,192
a21o,62
and4,14
nor3,32
buf,277
xnor2,257
o221ai,4
==> what timing repair did <==
action | in CTS | in global routing
gates resized | 34 | 84
hold endpoints to repair | 0 | 0
endpoints found under the setup margin | 1 | 1
hold buffers | 0 | 0
pin swaps | 26 | 38
setup buffers | 7 | 13
cloned | 0 | 0
==> area by class of cell <==
cell class,instances,area share (%)
inverters,105,2.17
multi-input cells,1875,80.9
well taps,390,2.67
repair buffers,324,14.3
==> cell families (layout without fill, tap and decap cells) <==
| logic type | Yosys count | in the layout |
|---|---|---|
| and+or+nand+nor | 645 | 645 |
| AOI/OAI and AO/OA | 499 | 499 |
| adders and majority gates | 444 | 444 |
| xor gates and xnor gates | 275 | 275 |
| buffers and inverters | 164 | 429 |
| muxes | 12 | 12 |
==> path summary, 6_finish.rpt <==
| kind | start | to | slack [ns] | cells after the start |
|---|---|---|---|---|
| worst max-delay path | hcount[0] | fish | 0.22 | 26 |
| worst min-delay path | blank | fish | 4.93 | 4 |
Power figures rest on the tool's default switching activity, not on a simulated workload.
